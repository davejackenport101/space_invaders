File: design.v
module missile (input enemy_shoot, player_shoot, frame_clk, hit,
					input [9:0] currX, currY, missilesize,
					output [9:0] missilex, missiley);
	logic movement, exist;
	always_ff @ (posedge frame_clk) begin
		if (player_shoot)
			movement <= -1;
		else if (enemy_shoot)
			movement <= 1;
		missiley <= (missiley + movement);
		missilex <= missilex;
		if (player_shoot == 1) begin
			exist <= 1;
			if (exist == 0) begin
				missilex <= currX;
				missiley <= currY;
			end
		end
		else if (enemy_shoot == 1) begin
			exist <= 1;
			missilex <= currX;
			missiley <= currY;
		end
		if (missiley + missilesize == 439)
			exist <= 0;
		else if (missiley == 0)
			exist <= 0;
		else if (hit)
			exist <= 0;
		if (exist == 0) begin
			missilex <= 641;
			missiley <= 481;
		end
	end
endmodule
File: run.sh
#!/bin/bash
# OpenROAD 26Q1-2900-gdf79404cd8, Yosys 0.63+post, stock flow scripts
make -C /OpenROAD-flow-scripts/flow DESIGN_CONFIG=/design/flow/config.mk WORK_HOME=/design/flow/orfs finish
File: config.mk
export PLATFORM = sky130hd
export DESIGN_NAME = missile
export DESIGN_NICKNAME = missile
export VERILOG_FILES = /design/flow/design.v
export SDC_FILE = /design/flow/constraint.sdc
export NUM_CORES = 4
export LEC_CHECK = 1
export CORE_AREA = 10 10 88 88
export DIE_AREA = 0 0 98 98
File: constraint.sdc
current_design missile

set clk_period 2.1
set clk_io_pct 0.2

create_clock -name clk0 -period $clk_period [get_ports {frame_clk}]

set non_clock_inputs [all_inputs -no_clocks]
set_input_delay [expr $clk_period * $clk_io_pct] -clock clk0 $non_clock_inputs
set_output_delay [expr $clk_period * $clk_io_pct] -clock clk0 [all_outputs]
==> results.sh <==
# physical design summary
export IMPL_status="complete, no violations"
export IMPL_drc_errors=0
export IMPL_antenna_violating_nets_post_route=0
export IMPL_fin_crit_sh=0.953
export IMPL_power_density_nw_per_um2=507
export IMPL_cts_tree="yes"
export IMPL_aoi_share=0.200
export IMPL_dp_slack_ns=-0.302
export IMPL_fillCellCount=620
export IMPL_drv_cap=0
export IMPL_yosys_stat_area_um2=1310
export IMPL_synth_top_area_share=0.320
export IMPL_cts_sinks=21
export IMPL_p_leak_nw=0.841
export IMPL_wl_per_cell_um=13.6
export IMPL_drt_iter0_markers=45
export IMPL_rsz0062_at_grt="no"
export IMPL_clockBufferDepth=2
export IMPL_hold_viol=0
export IMPL_ctsRootBufferMaster="clkbuf_8"
export IMPL_syn_inst=156
export IMPL_edf_count=0
export IMPL_top_cell="nand2_1"
export IMPL_min_path_type="reg2reg"
export IMPL_async_flop_share=0
export IMPL_tool_warnings=26
export IMPL_io_buffer_count=53
export IMPL_yosys_mux_area_fraction=0
export IMPL_dieArea_um2=9600
export IMPL_area_delta_synth_final_pct=59.1
export IMPL_drt_pass1_iter_count=4
export IMPL_tns_ns=0
export IMPL_common_cells="nand2_1, dfxtp_1, ha_1, a21boi_0"
export IMPL_die_w_um=98
export IMPL_synth_logic_top_family="simple AND/OR/NAND/NOR gates"
export IMPL_cp_required_ns=2.24
export IMPL_ys_seq_frac=0.320
export IMPL_yosys_cell_types_count=38
export IMPL_fp_dieH_um=98
export IMPL_grt_use_total=0.0813
export IMPL_peakVddDrop_uv=241
export IMPL_dp_hpwl_mm=3.30
export IMPL_io_pins=54
export IMPL_vias_per_cell=4.46
export IMPL_ff_type="dfxtp_1"
export IMPL_grt_overflow=0
export IMPL_finalSetupViolCount=0
export IMPL_antenna_found_initial=0
export IMPL_gp_congestion=0.855
export IMPL_clk_pin_slew_ns=0.08
export IMPL_yosysWarnings=9
export IMPL_avgSynthCellArea_um2=8.42
export IMPL_yosys_cells=156
export IMPL_rows=28
export IMPL_top_cells_by_area="dfxtp_1, ha_1, nand2_1"
export IMPL_grt_max_degree=17
export IMPL_final_layout_size_suffix_gt1_frac=0.113
export IMPL_grt_pass1_vias=1326
export IMPL_ys_flops=21
export IMPL_vias=1321
export IMPL_simple_gate_area_frac=0.262
export IMPL_clock_latency_late_pin_ns=0.26
export IMPL_critPathArrivalTime_ns=2.14
export IMPL_cp_start_kind="input pin"
export IMPL_fp_coreArea_um2=5920
export IMPL_floorplan_core_util=0.222
export IMPL_endpoint_kind="flop"
export IMPL_top_area_cell="dfxtp_1"
export IMPL_setup_ws_ns=0.0984
export IMPL_skew_ns=0.00128
export IMPL_fin_crit_ns=2.00
export IMPL_antenna_cells=0
export IMPL_fmax_ghz=0.500
export IMPL_tightest_slew_ns=0.371
export IMPL_wirelength_mm=4.04
export IMPL_syn_area_um2=1310
export IMPL_drv_slew=0
export IMPL_cts_made_buffers=3
export IMPL_relSlewSlack=0.753
export IMPL_cp_max_fo=3
export IMPL_cts_max_level=1
export IMPL_ys_sh_adder=0.130
export IMPL_synth_xor_area_share=0.0533
export IMPL_criticalPathCategory="in2reg"
export IMPL_grt_pass1_wl_mm=6.59
## cell usage in the layout, fill, tap and decap left out, drive strengths merged, types with 3 or more instances in the layout
cell type      netlist  routed
a211oi               4       4
a21boi               8       8
a21oi                3       3
a31oi                5       5
buf                  1      14
clkbuf               5       4
clkdlybuf4s50        0      52
dfxtp               21      21
ha                  12      12
inv                  6       6
nand2               30      30
nand2b               3       3
nand3                6       6
nand3b               3       3
nor2                 5       5
nor2b                4       4
nor3                 3       3
nor3b                3       3
o211a                4       4
xnor2                3       3
xor2                 5       5
## timing repair
action	4_1_cts	5_1_grt
hold buffers	0	0
setup buffers	0	1
endpoints found under the setup margin	1	1
pin swaps	0	5
gates resized	1	7
## final cells by class
class | instances | area [um2] | area share
multi-input cells | 123 | 871 | 0.417
repair buffers | 67 | 638 | 0.305
flip-flops and latches | 21 | 420 | 0.201
well taps | 75 | 93.8 | 0.0449
clock buffers | 4 | 45.0 | 0.0215
inverters | 6 | 22.5 | 0.0108
## metrics by stage
stage	utilization	std cells	power (mW)	area [um2]	hold WS, ns
floorplan	-	156	0.612	1310	0.417
global placement	0.340	291	0.789	2010	0.448
detailed placement	0.340	291	0.789	2010	0.460
CTS	0.348	295	1.07	2060	0.473
global route	0.353	296	1.14	2090	0.496
finish	0.353	296	1.06	2090	0.469
## path summary, 6_finish.rpt
check | start | end | slack, ns | depth (start not counted)
worst max-delay path | missilesize[1] | exist | 0.1 | 8
worst min-delay path | missilex[3] | missilex[3] | 0.47 | 2
worst max register to register | missiley[0] | exist | 0.13 | 8
worst min register to register | missilex[3] | missilex[3] | 0.47 | 2
## critical path, cell delays in order
cell and delay [ns]:
clkdlybuf4s50_1 0.48, inv_1 0.06, fa_2 0.35, nor2b_4 0.14, nor4_2 0.24, nand4_1 0.13
a211oi_2 0.23, a31oi_1 0.10
## where the power goes
| group | total, mW | switching [mW] | internal (mW) | leakage (nW) |
|---|---|---|---|---|
| clock network | 0.266 | 0.131 | 0.135 | 0.0228 |
| registers | 0.454 | 0.0315 | 0.422 | 0.173 |
| logic | 0.341 | 0.132 | 0.209 | 0.645 |
| total | 1.06 | 0.294 | 0.767 | 0.841 |
## per-layer routing
layer / global-route usage / share of wire / vias to the layer above
met2: 0.131 / 0.46 / 27
met4: 0.00559 / 0.0087 / 0
met3: 0.0156 / 0.034 / 2
met5: 0 / 0 / -
li1: - / - / 693
met1: 0.115 / 0.49 / 599
## cells by family after synthesis
logic type,after synthesis
and+or+nand+nor,67
AOI/OAI and AO/OA,35
DFF,21
adders and majority gates,13
buffers and inverters,12
xor gates and xnor gates,8
## state kept, by name, summed over array words and instances (netlist names)
register / count
missilex: 10
exist: 1
missiley: 10
Power and IR drop assume default switching activity.
