--- ./config.mk ---
export PLATFORM = sky130hd
export DESIGN_NAME = player
export DESIGN_NICKNAME = player
export VERILOG_FILES = /design/flow/design.v
export SDC_FILE = /design/flow/constraint.sdc
export NUM_CORES = 4
export LEC_CHECK = 1
export CORE_UTILIZATION = 40
--- ./run.sh ---
#!/bin/bash
# OpenROAD 26Q1-2900-gdf79404cd8, Yosys 0.63+post, stock flow scripts
make -C /OpenROAD-flow-scripts/flow DESIGN_CONFIG=/design/flow/config.mk WORK_HOME=/design/flow/orfs finish
--- ./constraint.sdc ---
current_design player

set clk_period 3.3
set clk_io_pct 0.2

create_clock -name clk0 -period $clk_period [get_ports {frame_clk}]

set non_clock_inputs [all_inputs -no_clocks]
set_input_delay [expr $clk_period * $clk_io_pct] -clock clk0 $non_clock_inputs
set_output_delay [expr $clk_period * $clk_io_pct] -clock clk0 [all_outputs]
--- ./design.v ---
module  player ( input Reset, frame_clk, collision,
					input [15:0] keycode,
					output player_shoot,
					output [1:0] lives,
               output [9:0]  PlayerX, PlayerY, PlayerS);
    logic [9:0] Player_X_Pos, Player_X_Motion, Player_Y_Pos, Player_Y_Motion, Player_Size;
    parameter [9:0] Player_X_Center=320;   
    parameter [9:0] Player_Y_Center=240;   
    parameter [9:0] Player_X_Min=0;        
    parameter [9:0] Player_X_Max=639;      
    parameter [9:0] Player_Y_Min=0;        
    parameter [9:0] Player_Y_Max=479;      
    parameter [9:0] Player_X_Step=1;       
    parameter [9:0] Player_Y_Step=1;       
    assign Player_Size = 5;   
    always_ff @ (posedge Reset or posedge frame_clk )
    begin: Move_Player
        if (Reset)   
        begin 
            Player_Y_Motion <= 10'd0;  
				Player_X_Motion <= 10'd0;  
				Player_Y_Pos <= Player_Y_Center;
				Player_X_Pos <= Player_X_Center;
				lives = 3;
        end
		  else if (collision) lives = lives - 1;
        else 
        begin 
				Player_Y_Pos <= (Player_Y_Pos + Player_Y_Motion);   
				Player_X_Pos <= (Player_X_Pos + Player_X_Motion);
				 if ( (Player_Y_Pos + Player_Size) >= Player_Y_Max )   
					  Player_Y_Pos <= Player_Y_Max - Player_Size - 1;  
				 else if ( (Player_Y_Pos - Player_Size) <= Player_Y_Min )   
					  Player_Y_Pos <= Player_Size + 1;
				  else if ( (Player_X_Pos + Player_Size) >= Player_X_Max )   
					  Player_X_Pos <= Player_X_Max - Player_Size - 1;  
				 else if ( (Player_X_Pos - Player_Size) <= Player_X_Min )   
					  Player_X_Pos <= Player_Size + 1;
				 else 
					  Player_Y_Motion <= Player_Y_Motion;   
				 case (keycode)
					16'h0400 : begin
						Player_X_Motion <= -1; 
						Player_Y_Motion<= 0;
					end
					16'h042C : begin
						Player_X_Motion <= -1; 
						Player_Y_Motion<= 0;
					end
					16'h041A : begin  
						Player_X_Motion <= -1;
						Player_Y_Motion <=-1;
					end
					16'h0416 : begin  
						Player_X_Motion <= -1;
						Player_Y_Motion <= 1;
					end
					16'h0700 : begin
						Player_X_Motion <= 1; 
						Player_Y_Motion <= 0;
					end
					16'h072C : begin
						Player_X_Motion <= 1; 
						Player_Y_Motion <= 0;
					end
					16'h071A : begin
						Player_X_Motion <= 1; 
						Player_Y_Motion <= -1;
					end
					16'h0716 : begin
						Player_X_Motion <= 1; 
						Player_Y_Motion <= 1;
					end
					16'h1600 : begin
						Player_X_Motion <= 0; 
						Player_Y_Motion <= 1;
					end
					16'h162C : begin
						Player_X_Motion <= 0; 
						Player_Y_Motion <= 1;
					end
					16'h1604 : begin
						Player_X_Motion <= -1; 
						Player_Y_Motion <= 1;
					end
					16'h1607 : begin
						Player_X_Motion <= 1; 
						Player_Y_Motion <= 1;
					end
					16'h1A00 : begin
						Player_X_Motion <= 0; 
						Player_Y_Motion <= -1;
					end
					16'h1A2C : begin
						Player_X_Motion <= 0; 
						Player_Y_Motion <= -1;
					end
					16'h1A04 : begin
						Player_X_Motion <= -1; 
						Player_Y_Motion <= -1;
					end
					16'h1A07 : begin
						Player_X_Motion <= 1; 
						Player_Y_Motion <= -1;
					end
					default : begin
						Player_Y_Motion <= 0; 
						Player_X_Motion <= 0;
					end
			   endcase
		end  
	 end
	 always_comb begin
			if (keycode[15:8] == 8'h2C) player_shoot = 1;
			else if (keycode[7:0] == 8'h2C) player_shoot = 1;
			else player_shoot = 0;
    end
    assign PlayerX = Player_X_Pos;
    assign PlayerY = Player_Y_Pos;
    assign PlayerS = Player_Size;
endmodule
==> impl_metrics.tcl <==
# metrics dict for downstream scripts
set metrics [dict create \
    status "completed" \
    start_kind "input pin" \
    drt_iter0_drc 108 \
    antenna_cells 0 \
    r2r_slack_ps 880 \
    finalWirelength_um 5170 \
    use_met2_pct 29.0 \
    critical_path_class "in -> out" \
    seqPwrFrac_pct 31.0 \
    cts_tree "done" \
    synthArstFlopShare_pct 100 \
    finClkSkew_ps 4.56 \
    synth_cells 277 \
    grt_pass1_wl_um 9010 \
    finalSetupViolations 0 \
    relSlewSlack_pct 46.8 \
    htree_levels 1 \
    yosysSeqAreaShare_pct 28.0 \
    irDropWorstVdd_v 0.000295 \
    coreArea_um2 5610 \
    die-area_um2 6200 \
    cp.required_ps 2640 \
    p_sw_share_pct 39.4 \
    ys.flops 26 \
    grtUsageMet1_pct 28.7 \
    endpoint "player_shoot" \
    ys_area_um2 2360 \
    drtPass1Iterations 4 \
    path_clk_slew_ps 90 \
    via_count 2080 \
    num_io_pins 52 \
    cts-hold-fix-buffers 0 \
    crit_path_start "keycode[12]" \
    postSynthAreaPerCell_um2 8.51 \
    numPortBuffers 41 \
    dp_slack_ps 343 \
    cts_sinks 26 \
    cts_resized 0 \
    r2r_start "Player_X_Pos[0]" \
    clk-insertion-delay-late_ps 270 \
    worst_pin_slew_ps 797 \
    warning_count 25 \
    cap_violations 0 \
    routedWlPerCell_um 13.3 \
    combPwrFrac_pct 57.0 \
    p_per_area_nw_per_um2 763 \
    dp_hpwl_um 3960 \
    crit_path_max_fanout 2 \
    synthesis.area_um2 2360 \
    holdWs_ps 495 \
    hold_violations 0 \
    fmax_ghz 0.338 \
    timing.final.crit_share_pct 89.7 \
    cts_made_buffers 3 \
    routed_via_density 5.36 \
    yosysWarnings 6 \
    final_area_um2 2870 \
    gr-usage-met3_pct 2.33 \
    final.setup.worst_slack_ps 338 \
    layout-drive-gt1-share_pct 7.59 \
    post_dp_cell_area_um2 2800 \
    fp.dieW_um 78.8 \
    grt_usage_pct 18.3 \
    rsz0062_at_grt "false" \
    place_congestion 0.869 \
    antenna_found_initial 0 \
    die_h_um 78.8 \
    p_leak_nw 1.21 \
    timing.rr.end "Player_X_Pos[8]" \
    synth_top_flop_cell "dfrtp_1" \
    ant_nets 0 \
    hold_path_class "reg -> reg" \
    cts_root_buffer "clkbuf_8" \
    n_fill_cell 562 \
    area_delta_synth_final_pct 21.7 \
    fin_setup_tns_ps 0 \
    layout_top_cell "clkdlybuf4s50_1" \
    placementRows 27 \
    grt_pass1_vias 1940 \
    grt_max_degree 50 \
    post_cts_buffers 0 \
    p_int_mw 1.32 \
    power_switching_uw 863 \
    yosys_cells 277 \
    p_clk_share_pct 12.0 \
    reg2reg_depth 8 \
    endpoint_kind "output port" \
    final.min_clock_period_ps 2960 \
    drcViolationCount 0 \
    cts_buffer_depth 2 \
    drv_slew 0 \
    layout_top_cells "41 x clkdlybuf4s50_1, 27 x a21oi_1, 18 x dfrtp_1, 18 x nand2_1, 18 x ha_1" \
    grt-busiest-layer "met2" \
    synth.distinct_cells 53 \
    overflow 0 \
    fp_util_pct 42.0 \
    edf_count 0 \
    cp.arrival_ps 2300 \
]
## power groups by stage
stage	combinational (mW)	sequential, mW	clock (mW)
CTS	1.26	0.681	0.273
finish	1.25	0.679	0.262
global route	1.41	0.708	0.286
## cells in the mapped netlist, drive strengths merged, types with 4 or more instances
cell,instances,area share [%]
clkbuf,4,0.64
buf,12,3.8
o21ai,17,3.6
a211oi,12,4.0
nand4,5,1.3
dfstp,8,8.9
nor2,17,2.7
nor4b,4,1.5
nand2b,4,1.1
nor4,6,1.6
nand2,19,3.3
ha,18,9.6
a21o,7,2.2
o31ai,5,1.6
a21oi,27,5.7
nor3,10,2.6
xnor2,10,3.7
dfrtp,18,19
nor3b,5,1.6
xor2,8,3.0
inv,16,2.5
## final cells by class
cell class | instances | area, µm² | share of cell area, %
timing repair buffer | 43 | 425 | 14.8
inverter | 16 | 60.1 | 2.09
sequential | 26 | 661 | 23.0
clock inverter | 1 | 30.0 | 1.05
tap | 72 | 90.1 | 3.14
multi-input combinational | 227 | 1560 | 54.4
clock buffer | 3 | 41.3 | 1.44
## worst min path at each step
stage	start	end	slack (ps)	cells past startpoint
after CTS	lives[1]	lives[1]	500	1
final	lives[1]	lives[1]	500	1
after global routing	lives[1]	lives[1]	520	1
## logic make-up after synthesis
group / count (synthesis) / share of synthesized area, %
AND/OR/NAND/NOR: 89 / 21.1
AND-OR/OR-AND: 85 / 23.4
buffers and inverters: 32 / 7.01
flip-flops: 26 / 28.0
adder cells (fa/ha/maj): 20 / 11.3
XOR/XNOR: 18 / 6.69
multiplexers: 5 / 2.23
other: 2 / 0.319
## state kept, by name, indices dropped and copies added (netlist names)
signal,count
Player_Y_Pos,10
Player_Y_Motion,2
lives,2
Player_X_Motion,2
Player_X_Pos,10
## per-stage QoR
step	util (%)	cells	power, mW
6_report	51.2	388	2.19
5_1_grt	51.2	388	2.40
4_1_cts	51.2	388	2.21
3_5_place_dp	49.9	384	1.93
3_3_place_gp	49.9	384	1.93
2_1_floorplan	-	285	1.47
## per-layer routing
metal | up-vias | part of all wire [%]
li1 | 1086 | -
met1 | 934 | 51
met2 | 58 | 44
met3 | 2 | 4.8
met4 | 0 | 0.41
met5 | - | 0
## worst max-delay path: stages
cell and delay (ps):
clkdlybuf4s50_1 420, nor3_1 260, nor3b_1 270, nand4_1 120, o21ai_0 90, clkdlybuf4s50_1 480
Power is estimated from default activity; no workload was simulated.
